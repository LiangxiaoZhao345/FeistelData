===== flow/config.mk =====
export PLATFORM = sky130hd
export DESIGN_NAME = inputNetwork
export DESIGN_NICKNAME = inputNetwork
export VERILOG_FILES = /design/flow/design.v
export SDC_FILE = /design/flow/constraint.sdc
export NUM_CORES = 4
export LEC_CHECK = 1
export CORE_AREA = 10 10 85 85
export DIE_AREA = 0 0 95 95

===== flow/constraint.sdc =====
current_design inputNetwork

set clk_period 1.0
set clk_io_pct 0.2

create_clock -name clk0 -period $clk_period

set non_clock_inputs [all_inputs -no_clocks]
set_input_delay [expr $clk_period * $clk_io_pct] -clock clk0 $non_clock_inputs
set_output_delay [expr $clk_period * $clk_io_pct] -clock clk0 [all_outputs]

===== flow/design.v =====
module inputNetwork #(parameter N = 64, nSHIFT = 0)(x,y);
    input  [N-1:0] x;
    output [N-1:0] y;
	 wire [N-1:0] z;
    assign z =  (nSHIFT ==0)? x : {x[N-nSHIFT-1:0],x[N-1: N-nSHIFT]};
	 genvar i;
	 generate 
	 for(i=0; i< N-1; i=i+1) begin:net
		if(i==0) begin
			xor(y[N/2],z[i],1'b0);
	   end
		if((i%2)==0) begin 
			xor(y[i/2],z[i],z[i+1]);
	   end else begin 
		   xor(y[(N+i+1)/2],z[i],z[i+1]); 
	   end
	 end
	 endgenerate
endmodule

===== flow/run.sh =====
#!/bin/bash
# OpenROAD 26Q1-2900-gdf79404cd8, Yosys 0.63+post, stock flow scripts
make -C /OpenROAD-flow-scripts/flow DESIGN_CONFIG=/design/flow/config.mk WORK_HOME=/design/flow/orfs finish

==> results.cfg <==
; physical design summary
[die]
dieArea_mm2 = 0.00903
coreArea_mm2 = 0.00547
die_x_um = 95
die_h_um = 95
fp_util = 0.102
num_io_pins = 128
rows = 27

[pwr]
clkPwrFrac = 0
power.leakage_nw = 0.848
p_comb_frac = 1.000
switching_power_w = 0.000226
fin_total_pwr_w = 0.000679
pwr-share-seq = 0
p_int_w = 0.000453
switching_share = 0.332
irDropWorstVdd_v = 0.000143
p_per_area_mw_per_mm2 = 425

[route]
routed_via_density = 3.52
wl_per_cell_um = 14.5
dr_total_vias = 926
remaining_drc_errors = 0
ant_nets = 0
dr.pass1.iters = 2
wl_um = 3830
first_iter_violations = 2
antenna_cells = 0

[logic_synthesis]
ys_cells = 64
xor_share = 0.987
topCellsByArea = xor2_1 99%, buf_4 1.3%
synth-simple-area-share = 0
ys_seq_share = 0
logic_family = XOR/XNOR gates
netlist_area_um2 = 559
postSynthCellCount = 64
largest_area_cell = xor2_1
top_area_frac = 0.987
ys_warn_count = 0
muxShareOfSynthArea = 0
top_cell = xor2_1
adder_share = 0
avgSynthCellArea_um2 = 8.74
synthAoiAreaFrac = 0
yosys_area_um2 = 559
synthTopCellsByCount = 63 x xor2_1, 1 x buf_4
synth_cell_types = 2

[final_layout]
clkbuf_count = 0
ff_latch_area_um2 = 0
seq_cell_count = 0
final_cells = 263
layout-drive-gt1-share = 0.377
areaGrowthSynthToFinish_pct = 185

[outcome]
outcome = finished clean

[run]
drv_cap = 0
warning_count = 32

[worst_setup_path]
startpoint = x[35]
critPathLaunchType = input port
arrival_ns = 0.78
crit_type = in -> out
critPathCaptureType = output port
cp_max_fo = 2
required_ns = 0.80

[placement]
placed_cells = 263
port_buffers = 128
gp_congestion = 0.823
hpwl_um = 3690

[global_route]
grt_usage = 0.0757
overflow = 0
grt_pass1_vias = 1019
grt_pass1_wl_um = 5310
grt_max_degree = 3
antenna_found_initial = 0

[min_path]
worstHoldStart = x[8]
hp-class = in -> out

[timing]
hold_viol = 0
drv_slew = 0
setup_viol = 0
rsz0062_at_grt = false
clock.fmax_mhz = 1020
slew_headroom = 0.913
tightest_slew_ns = 0.130
min_period_ns = 0.977
post-route-period-util = 0.977

[clocking]
hold_buffers = 0
post_cts_buffers = 0
cells by family (layout without fill, tap and decap cells):
family,count (synthesis),after routing
XOR/XNOR,63,63
buffers and inverters,1,128
path summary, 6_finish.rpt:
path / end / slack [ns] / cells past startpoint
min: y[4] / 0.66 / 3
max: y[17] / 0.02 / 3
cell type report:
class | instances | area [um^2]
Fill cell | 637 | 3880
Timing Repair Buffer | 128 | 955
Multi-Input combinational cell | 63 | 552
Tap cell | 72 | 90.1
placed cells by master (no fill, tap or decap):
cell type / n
clkbuf_2: 15
clkdlybuf4s15_1: 17
dlygate4sd2_1: 38
buf_2: 44
clkdlybuf4s15_2: 13
clkdlybuf4s50_1: 1
xor2_1: 63
power by group through the flow:
stage | Combinational (W) | Sequential, W | Clock (W)
after CTS | 0.000746 | 0 | 0
after global routing | 0.000769 | 0 | 0
final | 0.000679 | 0 | 0
worst max-delay path, cell delays in order:
cell,delay (ns)
clkdlybuf4s15_2,0.20
xor2_1,0.14
dlygate4sd2_1,0.24
per-layer routing:
metal,global-route usage,routed length [um],up-vias
met5,0,0,-
met4,0,0,0
met3,0.103,1150,0
met2,0.0932,1200,114
met1,0.0805,1480,361
li1,-,-,451
through the flow:
| stage | instance area, um^2 | utilization | hold slack, ns | TNS (ns) | setup slack [ns] |
|---|---|---|---|---|---|
| finish | 1600 | 0.292 | 0.660 | 0 | 0.0226 |
| global route | 1600 | 0.292 | 0.687 | 0 | 0.000477 |
| CTS | 1780 | 0.326 | 0.760 | 0 | 0.000296 |
| detailed placement | 1920 | 0.351 | 1.31 | -36.27 | -0.662 |
| global placement | 1920 | 0.351 | 1.31 | -36.28 | -0.659 |
| floorplan | 559 | - | 0.425 | 0 | 0.481 |
repair_timing:
action / CTS / global route
gates resized: 284 / 46
pin swaps: 30 / 6
endpoints found under the setup margin: 64 / 46
Power and IR drop assume default switching activity.
